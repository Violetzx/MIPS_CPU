## ./run.sh

```bash
#!/bin/bash
# OpenROAD 26Q1-2900-gdf79404cd8, Yosys 0.63+post, stock flow scripts
make -C /OpenROAD-flow-scripts/flow DESIGN_CONFIG=/design/flow/config.mk WORK_HOME=/design/flow/orfs finish
```

## ./config.mk

```make
export PLATFORM = sky130hd
export DESIGN_NAME = execution
export DESIGN_NICKNAME = execution
export VERILOG_FILES = /design/flow/design.v
export SDC_FILE = /design/flow/constraint.sdc
export NUM_CORES = 4
export LEC_CHECK = 1
export CORE_UTILIZATION = 30
```

## ./constraint.sdc

```tcl
current_design execution

set clk_period 24.2
set clk_io_pct 0.2

create_clock -name clk0 -period $clk_period [get_ports {clk}]

set non_clock_inputs [all_inputs -no_clocks]
set_input_delay [expr $clk_period * $clk_io_pct] -clock clk0 $non_clock_inputs
set_output_delay [expr $clk_period * $clk_io_pct] -clock clk0 [all_outputs]
```

## ./design.v

```verilog
`timescale 1ns / 1ps
module alu(
	input [5:0] Func_in, 
	input [31:0] A_in, 
	input [31:0] B_in,
	output reg [31:0] O_out,
	output reg Branch_out, 
	output reg Jump_out
);
	initial begin
		Branch_out = 1'b0;
		Jump_out = 1'b0;
	end
	reg [31:0]	AdderInputB;
	reg			AdderCarryIn;
	reg [31:0]	AdderOut;
	reg [31:0] LogicOut;
	reg [31:0] SltOut;
	reg [31:0] BranchOut;
	reg Sign;
	reg Zero;
	reg LTZ;
	reg LEZ;
	reg GTZ;
	reg GEZ;
	reg Eq;
	reg DoBranch,DoJump;
	always @(*) begin
		if (Func_in[1]) begin
			AdderInputB = ~B_in;
		end else begin
			AdderInputB = B_in;
		end
		AdderOut = A_in + AdderInputB + Func_in[1];
		case (Func_in[1:0])
			2'b00:
			LogicOut = A_in & B_in;
			2'b01:
			LogicOut = A_in | B_in;
			2'b10:
			LogicOut = A_in ^ B_in;
			2'b11:
			LogicOut = ~(A_in | B_in);
		endcase
		if (Func_in[0]) begin
			SltOut = A_in < B_in;
		end else begin
			SltOut = $signed(A_in) < $signed(B_in);
		end
		BranchOut = A_in;
		Sign = A_in[31];
		Zero = A_in[31:0] == 32'b0;
		LTZ = Sign;
		LEZ = Sign || Zero;
		GTZ = ~Sign && ~Zero;
		GEZ = ~Sign;
		Eq = A_in == B_in;
		DoBranch = 1'b0;
		DoJump = 1'b0;
		case (Func_in[2:0])
			3'b000:  
				DoBranch = LTZ;
			3'b001:  
				DoBranch = GEZ;
			3'b010:  
				DoJump = 1'b1;
			3'b011:  
				DoJump = 1'b1;
			3'b100:  
				DoBranch = Eq;
			3'b101:  
				DoBranch = ~Eq;				
			3'b110:  
				DoBranch = LEZ;
			3'b111:  
				DoBranch = GTZ;
			default:
				DoBranch = 1'b0;
		endcase
		Branch_out = 1'b0;
		Jump_out = 1'b0;
		if (Func_in[5:2] == 4'b1000) begin
			O_out = AdderOut;
		end else if (Func_in[5:2] == 4'b1001) begin
			O_out = LogicOut;
		end else if (Func_in[5:3] == 3'b101) begin
			O_out = SltOut;
		end else if (Func_in[5:3] == 3'b111) begin
			O_out = BranchOut;
			Branch_out = DoBranch;
			Jump_out = DoJump;
		end else begin
			O_out = 32'bxxxxxxxx_xxxxxxxx_xxxxxxxx_xxxxxxxx;
		end
	end
endmodule
`timescale 1ns / 1ps
module n_mux #(parameter WIDTH = 1)(
			input select,
			input [WIDTH - 1:0] inA,
			input [WIDTH - 1:0] inB,
			output [WIDTH - 1:0] out
			);
			assign out = select ? inA : inB;
endmodule
`timescale 1ns / 1ps
module mux_four_n #(parameter WIDTH = 1)(
			input [1:0] 		  select,
			input [WIDTH - 1:0] inA,  
			input [WIDTH - 1:0] inB,  
			input [WIDTH - 1:0] inC,  
			input [WIDTH - 1:0] inD,  
			output [WIDTH - 1:0] out
			);
			assign out = select[1] ? select[0] ? inA : inB : select[0] ? inC : inD;
endmodule
`timescale 1ns/1ps
module pc_jumper(
			input [31:0] instruction,
			input [31:0] PC_add_four,
			input [31:0] sign_extend,
			input [31:0] read_data1,
			input [1:0] jump,
			output [31:0] PC_jump
			); 
			wire [31:0] j_type;
			wire [31:0] branch;
			reg [31:0] branch_reg;
			assign branch = branch_reg;
			assign j_type = {PC_add_four[31:28],instruction[25:0],2'b00};
			mux_four_n #(.WIDTH(32)) pc_jump_mux(
						.select(jump),
						.inA(j_type),
						.inB(j_type),
						.inC(branch),
						.inD(read_data1),
						.out(PC_jump)
						);
			always@(*)begin
				branch_reg = (sign_extend << 2) + PC_add_four;
			end
endmodule
module execution (
				input clk,
				input [31:0] instruction_wb,
				input [31:0] write_data_wb,
				input [4:0] write_data_in_mem,
				input RegWrite_mem,
				input [31:0] alu_out_mem,
				input [31:0] instruction,
				input [31:0] PC_add_four,
				input [31:0] sign_extend,
				input [31:0] read_data1,
				input [31:0] read_data2,
				input [4:0] write_data_in,
				input re_in,
				input [1:0] MemToReg,
				input [5:0] func_in,
				input we_in,
				input ALUSrc,
				input RegWrite,
				input [1:0] jump,
				input [1:0] size_in,
				input [1:0] load_sel,
				input mem_sel,
				output reg [31:0] instruction_out,
				output reg [4:0] write_data_in_out,
				output reg RegWrite_out,
				output reg re_in_out,
				output reg we_in_out,
				output reg [1:0] MemToReg_out,
				output reg [1:0] size_in_out,
				output reg [1:0] load_sel_out,
				output reg mem_sel_out,
				output reg [31:0] PC_jump_out,
				output reg [31:0] alu_out_out,
				output reg [31:0] read_data2_out,
				output reg [31:0] PC_add_four_out,
				output reg BorJ,
				output reg forward1,
				output reg forward2
				);
	wire [31:0] alu_in_b;
	wire [31:0] PC_jump;
	wire [31:0] alu_out;
	wire BranchOut;
	wire JumpOut;
	wire [31:0] read_data2_fi;
	reg [31:0] read_data2_fi_reg;
	assign read_data2_fi = read_data2_fi_reg;
	wire [31:0] alu_in_a;
	reg [31:0] alu_in_a_reg;
	assign alu_in_a = alu_in_a_reg;
	wire [31:0] alu_in_b_fi;
	reg [31:0] alu_in_b_fi_reg;
	assign alu_in_b_fi = alu_in_b_fi_reg;
	reg [4:0] write_data_in_reg;
	reg [31:0] alu_out_reg;
	reg RegWrite_reg;
	wire [4:0] write_data_in_reg_wire;
	wire [31:0] alu_out_reg_wire;
	wire RegWrite_reg_wire;
	assign write_data_in_reg_wire = write_data_in_reg;
	assign alu_out_reg_wire = alu_out_reg;
	assign RegWrite_reg_wire = RegWrite_reg;
	initial BorJ = 1'b0;
	always @(posedge clk) begin
		write_data_in_reg <= write_data_in;
		alu_out_reg <= alu_out;
		RegWrite_reg <= RegWrite;
		if(BorJ) begin
			write_data_in_out <= 5'b0;
			RegWrite_out <= 1'b0;
			re_in_out <= 1'b0;
			we_in_out <= 1'b0;
			MemToReg_out <= 2'b0;
			size_in_out <= 2'b0;
			load_sel_out <= 2'b0;
			mem_sel_out <= 1'b0;
			PC_jump_out <= 32'b0;
			alu_out_out <= 32'b0;
			read_data2_out <= 32'b0;
			BorJ <= 1'b0;
			instruction_out <= 32'b0;
			PC_add_four_out <= 32'b0;
		end else begin
			write_data_in_out <= write_data_in;
			RegWrite_out <= RegWrite;
			re_in_out <= re_in;
			we_in_out <= we_in;
			MemToReg_out <= MemToReg;
			size_in_out <= size_in;
			load_sel_out <= load_sel;
			mem_sel_out <= mem_sel;
			PC_jump_out <= PC_jump;
			alu_out_out <= alu_out;
			read_data2_out <= read_data2_fi;
			BorJ <= BranchOut || JumpOut;
			instruction_out <= instruction;
			PC_add_four_out <= PC_add_four;
		end
	end
	always @(*) begin
		if(((instruction_wb[31:26] == 6'b100011) ||
			(instruction_wb[31:26] == 6'b100000) ||
			(instruction_wb[31:26] == 6'b100001) ||
			(instruction_wb[31:26] == 6'b100100) ||
			(instruction_wb[31:26] == 6'b100101) ||
			(instruction_wb[31:26] == 6'b001111)) && ((instruction[25:21] == instruction_wb[20:16]) || (instruction[20:16] == instruction_wb[20:16]))
			) begin  
			case(instruction[31:26]) 
				6'b000000: begin
									read_data2_fi_reg <= read_data2;
									if(instruction[25:21] == instruction_wb[20:16]) begin
										alu_in_a_reg <= write_data_wb;
										forward1 <= 1'b1;
										if((instruction[20:16] == write_data_in_reg_wire) && RegWrite_reg_wire) begin
											alu_in_b_fi_reg <= alu_out_reg_wire;
											forward2 <= 1'b1;
										end else begin
											alu_in_b_fi_reg <= alu_in_b;
											forward2 <= 1'b0;
										end
									end else begin
										alu_in_a_reg <= read_data1;
										forward1 <= 1'b0;
									end
									if(instruction[20:16] == instruction_wb[20:16]) begin
										alu_in_b_fi_reg <= write_data_wb;
										forward2 <= 1'b1;
										if((instruction[25:21] == write_data_in_reg_wire) && RegWrite_reg_wire) begin
											alu_in_a_reg <= alu_out_reg_wire;
											forward1 <= 1'b1;
										end else begin
											alu_in_a_reg <= read_data1;
											forward1 <= 1'b0;
										end
									end else begin
										alu_in_b_fi_reg <= alu_in_b;
										forward2 <= 1'b0;
									end
								end
				6'b101011: begin  
									if(instruction[25:21] == instruction_wb[20:16]) begin
										alu_in_a_reg <= write_data_wb;
										forward1 <= 1'b1;
									end else begin
										alu_in_a_reg <= read_data1;
										forward1 <= 1'b0;
									end
									if(instruction[20:16] == instruction_wb[20:16]) begin
										alu_in_b_fi_reg <= alu_in_b;
										forward2 <= 1'b1;
										read_data2_fi_reg <= write_data_wb;
									end else begin
										alu_in_b_fi_reg <= alu_in_b;
										forward2 <= 1'b0;
										read_data2_fi_reg <= read_data2;
									end
								end
				6'b101000: begin  
									if(instruction[25:21] == instruction_wb[20:16]) begin
										alu_in_a_reg <= write_data_wb;
										forward1 <= 1'b1;
									end else begin
										alu_in_a_reg <= read_data1;
										forward1 <= 1'b0;
									end
									if(instruction[20:16] == instruction_wb[20:16]) begin
										alu_in_b_fi_reg <= alu_in_b;
										forward2 <= 1'b1;
										read_data2_fi_reg <= write_data_wb;
									end else begin
										alu_in_b_fi_reg <= alu_in_b;
										forward2 <= 1'b0;
										read_data2_fi_reg <= read_data2;
									end
								end
				6'b101001: begin  
									if(instruction[25:21] == instruction_wb[20:16]) begin
										alu_in_a_reg <= write_data_wb;
										forward1 <= 1'b1;
									end else begin
										alu_in_a_reg <= read_data1;
										forward1 <= 1'b0;
									end
									if(instruction[20:16] == instruction_wb[20:16]) begin
										alu_in_b_fi_reg <= alu_in_b;
										forward2 <= 1'b1;
										read_data2_fi_reg <= write_data_wb;
									end else begin
										alu_in_b_fi_reg <= alu_in_b;
										forward2 <= 1'b0;
										read_data2_fi_reg <= read_data2;
									end
								end
				default: begin
									if(instruction[25:21] == instruction_wb[20:16]) begin
										alu_in_a_reg <= write_data_wb;
										forward1 <= 1'b1;
									end else begin
										alu_in_a_reg <= read_data1;
										forward1 <= 1'b0;
									end
									alu_in_b_fi_reg <= alu_in_b;
									forward2 <= 1'b0;
									read_data2_fi_reg <= read_data2;
								end
			endcase
		end else begin
			if((instruction[25:21] == write_data_in_reg_wire) && RegWrite_reg_wire) begin
				alu_in_a_reg <= alu_out_reg_wire;
				forward1 <= 1'b1;
			end else begin
				if((instruction[25:21] == write_data_in_mem) && RegWrite_mem) begin
					alu_in_a_reg <= alu_out_mem;
					forward1 <= 1'b1;
				end else begin
					alu_in_a_reg <= read_data1;
					forward1 <= 1'b0;
				end
			end
			case(instruction[31:26])
				6'b000000: begin
							read_data2_fi_reg <= read_data2;
							if((instruction[20:16] == write_data_in_reg_wire) && RegWrite_reg_wire) begin
								alu_in_b_fi_reg <= alu_out_reg_wire;
								forward2 <= 1'b1;
							end else begin
								if((instruction[20:16] == write_data_in_mem) && RegWrite_mem) begin
									alu_in_b_fi_reg <= alu_out_mem;
									forward2 <= 1'b1;
								end else begin
									alu_in_b_fi_reg <= alu_in_b;
									forward2 <= 1'b0;
								end
							end
						end
				6'b101011: begin  
								if((instruction[20:16] == write_data_in_reg_wire) && RegWrite_reg_wire) begin
									alu_in_b_fi_reg <= alu_in_b;
									read_data2_fi_reg <= alu_out_reg_wire;
									forward2 <= 1'b1;
								end else begin
									if((instruction[20:16] == write_data_in_mem) && RegWrite_mem) begin
										alu_in_b_fi_reg <= alu_in_b;
										forward2 <= 1'b1;
										read_data2_fi_reg <= alu_out_mem;
									end else begin
										alu_in_b_fi_reg <= alu_in_b;
										forward2 <= 1'b0;
										read_data2_fi_reg <= read_data2;
									end
								end
							end
				6'b101000: begin  
								if((instruction[20:16] == write_data_in_reg_wire) && RegWrite_reg_wire) begin
									alu_in_b_fi_reg <= alu_in_b;
									read_data2_fi_reg <= alu_out_reg_wire;
									forward2 <= 1'b1;
								end else begin
									if((instruction[20:16] == write_data_in_mem) && RegWrite_mem) begin
										alu_in_b_fi_reg <= alu_in_b;
										forward2 <= 1'b1;
										read_data2_fi_reg <= alu_out_mem;
									end else begin
										alu_in_b_fi_reg <= alu_in_b;
										forward2 <= 1'b0;
										read_data2_fi_reg <= read_data2;
									end
								end
							end
				6'b101001: begin  
								if((instruction[20:16] == write_data_in_reg_wire) && RegWrite_reg_wire) begin
									alu_in_b_fi_reg <= alu_in_b;
									read_data2_fi_reg <= alu_out_reg_wire;
									forward2 <= 1'b1;
								end else begin
									if((instruction[20:16] == write_data_in_mem) && RegWrite_mem) begin
										alu_in_b_fi_reg <= alu_in_b;
										forward2 <= 1'b1;
										read_data2_fi_reg <= alu_out_mem;
									end else begin
										alu_in_b_fi_reg <= alu_in_b;
										forward2 <= 1'b0;
										read_data2_fi_reg <= read_data2;
									end
								end
							end
				6'b000100: begin  
							read_data2_fi_reg <= read_data2;
							if((instruction[20:16] == write_data_in_reg_wire) && RegWrite_reg_wire) begin
								alu_in_b_fi_reg <= alu_out_reg_wire;
								forward2 <= 1'b1;
							end else begin
								if((instruction[20:16] == write_data_in_mem) && RegWrite_mem) begin
									alu_in_b_fi_reg <= alu_out_mem;
									forward2 <= 1'b1;
								end else begin
									alu_in_b_fi_reg <= alu_in_b;
									forward2 <= 1'b0;
								end
							end
						end
				6'b000101: begin  
							read_data2_fi_reg <= read_data2;
							if((instruction[20:16] == write_data_in_reg_wire) && RegWrite_reg_wire) begin
								alu_in_b_fi_reg <= alu_out_reg_wire;
								forward2 <= 1'b1;
							end else begin
								if((instruction[20:16] == write_data_in_mem) && RegWrite_mem) begin
									alu_in_b_fi_reg <= alu_out_mem;
									forward2 <= 1'b1;
								end else begin
									alu_in_b_fi_reg <= alu_in_b;
									forward2 <= 1'b0;
								end
							end
						end
				default: begin
								alu_in_b_fi_reg <= alu_in_b;
								forward2 <= 1'b0;
								read_data2_fi_reg <= read_data2;
							end
			endcase
		end
	end
	n_mux #(.WIDTH(32))
			alu_mux(
			.select(ALUSrc),
			.inA(sign_extend),
			.inB(read_data2),
			.out(alu_in_b)
			);
	pc_jumper pc_jumper(
				.instruction(instruction),
				.PC_add_four(PC_add_four),
				.sign_extend(sign_extend),
				.read_data1(alu_in_a),
				.jump(jump),
				.PC_jump(PC_jump)
				);
	alu alu(
		.Func_in(func_in),
		.A_in(alu_in_a),
		.B_in(alu_in_b_fi),
		.O_out(alu_out),
		.Branch_out(BranchOut),
		.Jump_out(JumpOut)	
		);	
endmodule
```

==> load_flow_metrics.sql <==
-- implementation run metrics
INSERT INTO impl_metrics (metric_group, metric, value, unit) VALUES
('synth', 'netlist_top_cells_count', 'dfxtp_1, nor2_1, ha_1, a21oi_1, clkbuf_1', ''),
('grt', 'grt_remaining_overflow', '0', ''),
('synth', 'synth_flops', '214', ''),
('synth', 'most_common_cell', 'dfxtp_1', ''),
('worst_setup_path', 'critical_path.endpoint_type', 'output port', ''),
('timing', 'layout_min_cycle_time', '12.79', 'ns'),
('clock_tree', 'cts-buffers-inserted', '25', ''),
('clock_tree', 'cts-hold-fix-buffers', '0', ''),
('placement', 'placed_cells_incl_taps', '3131', ''),
('detailed_routing', 'detail_routed_via_count_per_cell', '5.51', ''),
('clock_tree', 'cts.sink_count', '214', ''),
('worst_setup_path', 'worst_setup_path_start_kind', 'input pin', ''),
('clock_tree', 'clock-root-buffer', 'clkbuf_16', ''),
('hold_path', 'min_delay_path_depth', '3', ''),
('synth', 'seq_area_frac_synth', '25.6', '%'),
('grt', 'grt_max_degree', '74', ''),
('timing', 'max-slew-margin-rel', '34.9', '%'),
('finish', 'final_core_util', '41.4', '%'),
('placement', 'buffer_ports.inserted', '443', ''),
('power', 'ir_drop', '0.0000476', 'V'),
('power', 'power_density', '53.6', 'mW/mm^2'),
('placement', 'place_hpwl', '58.9', 'mm'),
('synth', 'synthDominantCellAreaShare', '25.6', '%'),
('timing', 'final.setup_skew', '0.0115', 'ns'),
('clock_tree', 'clock_tree_from_tritoncts', 'done', ''),
('grt', 'grt_first_pass_wirelength', '109', 'mm'),
('clock_tree', 'clock_latency', '0.55', 'ns'),
('finish', 'area_growth_synth_to_finish', '36.7', '%'),
('grt', 'via_count_of_the_first_global_routing_pass', '16500', ''),
('clock_tree', 'ctsResizeCount', '0', ''),
('synth', 'topCellsByArea', 'dfxtp_1, ha_1, mux2i_1, mux2_2, xnor2_1', ''),
('worst_setup_path', 'critical_path_required', '19.36', 'ns'),
('clock_tree', 'cts_setup_buffers', '0', ''),
('worst_setup_path', 'worst_ep_arrival_time', '7.95', 'ns'),
('synth', 'yosysWarningCount', '3', ''),
('detailed_routing', 'detail_route.drc_violations', '0', ''),
('finish', 'post_route_cells_drive_above_1_share', '8.20', '%'),
('detailed_routing', 'ant_nets', '0', ''),
('flow_run', 'drv.max_cap_violation_count', '0', ''),
('worst_setup_path', 'worst-setup-path-type', 'input pin to output port', ''),
('worst_setup_path', 'r2r_cells', '20', ''),
('placement', 'place.gp.congestion', '0.981', ''),
('timing', 'finalHoldViolations', '0', ''),
('synth', 'ys.flop_type', 'dfxtp_1', ''),
('timing', 'setup_total_negative_slack', '0', 'ns'),
('synth', 'ys_cells', '2019', ''),
('clock_tree', 'clk_pin_slew', '0.07', 'ns'),
('synth', 'async_reset_ff_share', '0', '%'),
('detailed_routing', 'drtPass1Iterations', '8', ''),
('timing', 'fmaxAchievable', '78.2', 'MHz'),
('floorplanning', 'fp_util', '30.3', '%'),
('floorplanning', 'die_span_y', '238', 'um'),
('detailed_routing', 'wl', '75.8', 'mm'),
('finish', 'finalInstanceArea', '0.0228', 'mm^2'),
('timing', 'worst_slew_pin_slew', '0.966', 'ns'),
('finish', 'layoutNonFillerInstCount', '3181', ''),
('floorplanning', 'core_region_area', '0.0551', 'mm^2'),
('timing', 'grt_setup_unrepaired', 'false', ''),
('synth', 'synthesis.instances', '2019', ''),
('timing', 'timing.final.crit_share', '52.8', '%'),
('clock_tree', 'clk_path_buf_depth', '3', ''),
('clock_tree', 'cts_htree_levels', '1', ''),
('synth', 'synth-edff-count', '0', ''),
('flow_run', 'stage_log_warnings', '111', ''),
('worst_setup_path', 'timing.critical_path.fanout_max', '61', ''),
('floorplanning', 'floorplan.die.width', '238', 'um'),
('timing', 'fin_hold_ws', '0.708', 'ns'),
('outcome', 'run_status', 'finished, final reports clean', ''),
('timing', 'setup_slack', '11.41', 'ns'),
('hold_path', 'hold_path_class', 'flip-flop to flip-flop', ''),
('grt', 'antenna_found_initial', '10', '');
==> cell usage in the layout, fill, tap and decap left out, types with 25 or more instances in the layout <==
cell type / Yosys / layout
buf_4: 0 / 56
o21ai_0: 114 / 114
mux2_2: 67 / 67
a211oi_1: 44 / 43
xnor2_1: 82 / 82
nor2_1: 165 / 163
dfxtp_1: 214 / 213
clkbuf_16: 0 / 25
nor2b_1: 92 / 92
ha_1: 155 / 155
inv_1: 102 / 102
clkdlybuf4s50_1: 0 / 439
nor3_1: 32 / 31
a21oi_1: 133 / 132
a221oi_1: 30 / 30
and2_1: 32 / 31
a22o_1: 33 / 33
nand2_1: 107 / 107
mux2i_1: 79 / 78
a221o_1: 34 / 34
a21o_1: 37 / 37
==> layer usage <==
metal	wire [um]	track usage [%]	vias to the layer above
met5	28	0	-
met3	6830	5.80	122
met4	2060	6.33	6
met2	34900	42.1	880
met1	32100	36.3	8360
li1	-	-	8165
==> final cells by class <==
cell class | instances | area, um^2
Fill cell | 5371 | 32300
Tap cell | 748 | 936
Clock buffer | 32 | 692
Timing Repair Buffer | 498 | 4830
Clock inverter | 13 | 113
Multi-Input combinational cell | 1567 | 11600
Sequential cell | 214 | 4290
Inverter | 104 | 390
Antenna cell | 5 | 12.5
==> kinds of logic after synthesis <==
family / Yosys count / share of synthesized area [%]
and+or+nand+nor: 534 / 15.9
buffers and inverters: 238 / 5.43
DFF: 214 / 25.6
muxes: 146 / 9.25
adders and majority gates: 157 / 11.8
xor gates and xnor gates: 105 / 5.59
AOI/OAI and AO/OA: 625 / 26.4
==> path summary, 6_finish.rpt <==
kind	from	endpoint	slack, ns
max reg2reg	write_data_in_reg[4]	alu_out_out[28]	17.82
max	instruction[20]	forward2	11.41
min reg2reg	alu_out_reg[20]	read_data2_out[20]	0.71
min	alu_out_reg[20]	read_data2_out[20]	0.71
==> critical path, cell delays in order <==
cell and delay (ns):
clkdlybuf4s50_1 0.68, xnor2_1 0.15, and3_1 0.21, a22o_1 0.30
nand2_1 0.09, buf_4 0.57, nor3_1 0.13, a31oi_1 0.40
clkdlybuf4s50_1 0.56
==> power breakdown <==
part / leakage, nW / internal, mW / total [mW] / switching (mW)
Sequential: 1.80 / 0.387 / 0.400 / 0.0136
Clock: 0.398 / 0.214 / 0.380 / 0.166
Combinational: 7.10 / 0.217 / 0.443 / 0.226
Total: 9.30 / 0.818 / 1.22 / 0.406
Power is estimated from default activity; no workload was simulated.
